==> flow/design.v <==
module ultrasonido (
    input wire clk,          
    input wire reset_n,      
    input wire echo,         
    output reg led,           
    output reg trigger
);
localparam V_SONIDO = 34300;  
localparam DIVISOR = 100;
localparam DISTANCIA_MINIMA = 50;  
reg [21:0] cuenta_echo;      
reg [21:0] max_echo;
reg [9:0] count;
reg [$clog2(100000000)-1:0] counteat;
reg act;
reg boton;
reg [3:0] estado, next_estado; 
localparam IDLE = 3'd0;
localparam START = 3'd1;
localparam WAIT_FOR_ECHO = 3'd2;
localparam MEASURE_DISTANCE = 3'd3;
localparam OPERATION = 3'd4;
initial begin
		estado <= IDLE;
		next_estado <= IDLE;
        cuenta_echo <= 0;
        act <= 1;
        counteat <= 0;
        count <= 0;
			boton <= 1;
	end
always @(posedge clk) begin
    if (reset_n) begin
        estado <= IDLE;
    end else begin
        estado <= next_estado;
    end
end
always @(*) begin
    case (estado)
        IDLE: begin
            if (boton == 1) begin
                next_estado = START;
            end else begin
                next_estado = IDLE;
            end
        end
        START: begin
            if (count == 499) begin  
                next_estado = WAIT_FOR_ECHO;
            end else begin
                next_estado = START;
            end
        end  
        WAIT_FOR_ECHO: begin
            if (echo) begin
                next_estado = MEASURE_DISTANCE;
            end else if (max_echo >= 900000) begin
                next_estado = IDLE;
            end else begin
                next_estado = WAIT_FOR_ECHO;
            end
        end
        MEASURE_DISTANCE: begin
            if (!echo) begin
                next_estado = OPERATION;
            end else begin
                next_estado = MEASURE_DISTANCE;
            end
        end
        OPERATION : begin
            if (count >= 10) begin
                next_estado = IDLE;
            end else begin
                next_estado = OPERATION;
            end 
        end
        default: next_estado = IDLE;
    endcase
end
always @(posedge clk) begin
    if (reset_n) begin 
        cuenta_echo <= 0;
        act <= 1;
        count <= 0;
    end else begin
        case(estado)
            IDLE: begin
                count <= 0;
                cuenta_echo <= 0;
            end
            START: begin
                trigger = 1;
                count = count + 1;
                max_echo = 0;
            end
            WAIT_FOR_ECHO: begin  
                trigger = 0;
                count = 0;
                max_echo = max_echo +1;
            end
            MEASURE_DISTANCE: begin
                cuenta_echo <= cuenta_echo + 1;
            end
            OPERATION: begin
                count = count + 1;
		    if (cuenta_echo >= 30000) begin
                        act = 1'b1;  
                    end else begin
                        act = 1'b0;  
                    end                          
            end
    endcase
    end
end
always @(posedge clk) begin
	if(reset_n)begin
		counteat=0;
	end
    if (act==0) begin
        counteat=counteat+1;
    end else begin
        counteat=0;
    end
	if (counteat == 100000000) begin
        led = 1;
    end else begin
        led = 0;
    end
end
endmodule
==> flow/run.sh <==
#!/bin/bash
# OpenROAD 26Q1-2900-gdf79404cd8, Yosys 0.63+post, stock flow scripts
make -C /OpenROAD-flow-scripts/flow DESIGN_CONFIG=/design/flow/config.mk WORK_HOME=/design/flow/orfs finish
==> flow/config.mk <==
export PLATFORM = sky130hd
export DESIGN_NAME = ultrasonido
export DESIGN_NICKNAME = ultrasonido
export VERILOG_FILES = /design/flow/design.v
export SDC_FILE = /design/flow/constraint.sdc
export NUM_CORES = 4
export LEC_CHECK = 1
export CORE_UTILIZATION = 30
==> flow/constraint.sdc <==
current_design ultrasonido

set clk_period 7.7
set clk_io_pct 0.2

create_clock -name clk0 -period $clk_period [get_ports {clk}]

set non_clock_inputs [all_inputs -no_clocks]
set_input_delay [expr $clk_period * $clk_io_pct] -clock clk0 $non_clock_inputs
set_output_delay [expr $clk_period * $clk_io_pct] -clock clk0 [all_outputs]
==> run summary <==
DRT antenna net count = 0
Dpl hpwl = 6.10 mm
Tool warnings = 30
Post-synth seq share = 43.4%
Insertion Delay late pin = 340 ps
Final setup fails = 0
Mapped Area = 0.00455 sq mm
Worst-case clock skew = 6.00 ps
DR iter-0 viols = 226
Avg Cell Area, Syn = 8.59 sq um
Total number of vias = 3,811
Total grt overflow = 0
Die width = 125 microns
Peak supply drop = 0.000112 V
CTS Sinks = 87
Number of global-route vias before repair = 3,565
Die H = 125 microns
Most frequently used flop master after synthesis = dfxtp_1
CTS buffer count = 9
Crit start category = primary input
DR WL/cell = 13.1 microns
Top cells by area, synth = dfxtp_1 (28%), edfxtp_1 (15%), nor2_1 (5.5%), a21oi_1 (4.3%), nand2_1 (3.3%)
CTS tree = done
GPL Wtd Cong = 0.845
NetSw = 0.197 mW
Status = complete, no violations
Max-Slew Margin vs Limit = 50.0%
Max cap viols = 0
Post-synth regs = 87
Seq pwr share = 52.3%
I/O pin total = 5
First-pass GRT wire length = 16.3 mm
Yosys stat area = 0.00455 sq mm
Critical path's largest stage delay = 570 ps
DRT Pass-1 Iters = 7
Hold/Removal Path Class = flop to flop
R2R Path Start = counteat[0]$_DFF_P_
Largest net degree at the start of global routing = 51
Worst path slowest cell = or4_1
Fmax = 221 MHz
Ant diodes = 0
Yosys warnings = 1
# rows = 44
Post-synth top cells = nor2_1 (66), dfxtp_1 (64), nand2_1 (40), a21oi_1 (39), nand3_1 (26)
Sw Share = 21.6%
Hold endpoint = cuenta_echo[3]$_SDFFE_PP0P_
Worst-Margin Slew = 748 ps
Final period util = 58.8%
Worst path required time = 7960 ps
Crit end category = flop
Total track usage = 12.6%
Pre-CTS WS = 2870 ps
Unrepaired setup endpoints after global routing = no
Init Core Util = 31.0%
Port Buf Inserts = 4
Share of cells above drive strength 1 = 5.49%
Hold Crit Depth = 2
R2R depth = 8
Critical path cell sequence = clkdlybuf4s50_1, buf_4, nor2b_1, ha_1, nand3_1, or4_1, or3_1, a21oi_2, or4b_1, nor4b_2
Critical path type = primary input to flop
Area of the core = 0.0146 sq mm
Die ar. = 0.0156 sq mm
Setup crit start = reset_n
Reg2reg setup slack = 4750 ps
Crit path DAT = 4780 ps
Setup Fix Bufs, Post-CTS = 0
Worst hold slack = 476 ps
Number of enable flip-flop cells = 23
Count leader, synth = nor2_1
Area grow syn2layout = 10.5%
Clock Root Buffer = clkbuf_16
CTS clk-pin slew, worst paths = 60 ps
P_int = 0.716 mW
Lkg Pwr = 1.51 nW
Final worst path period need = 4520 ps
Pwr/cell area = 182 mW/mm^2
Synth area leader = dfxtp_1
Hold wc startpoint = cuenta_echo[3]$_SDFFE_PP0P_
Average vias per placed instance = 5.35
Post-CTS Resized = 0
Yosys cell count = 529
Final wirelength = 9.35 mm
Clk network pwr share = 45.1%
Hold Buf Count CTS = 0
Final hold vios = 0
Setup_tns = 0 ps
Initial antenna violation count = 0
Post-Syn Instances = 529
DRC viols = 0
H-tree levels = 3
Reg2Reg Capture Point = led$_DFF_P_
Setup ws final = 3180 ps
Crit path max fanout = 50
Max clock buf depth = 2
Top cell area share = 28.2%
Final Slew Violations = 0
Synth cell types = 55
Post-synth ARST share = 0%
Combinational power share = 2.6%
==> sequential cells by signal (all words and copies together) (netlist names) <==
register	count
trigger	1
counteat	27
estado	3
act	1
cuenta_echo	22
count	10
max_echo	22
led	1
==> power by group through the flow <==
stage                 sequential, mW  combinational, mW  clock (mW)
after global routing           0.479             0.0264       0.442
final                          0.478             0.0235       0.412
after CTS                      0.478             0.0236       0.422
==> layout make-up <==
cell class                 instances  area [sq um]
tap                              184           230
inverter                          16          60.1
clock inverter                     3          16.3
multi-input combinational        403          2430
clock buffer                      13           260
timing repair buffer               6          55.1
fill                            1479          9620
sequential                        87          1970
==> logic make-up (layout without fill, tap and decap cells) <==
family / after synthesis / count (layout) / synth area share [%]
AND-OR/OR-AND: 112 / 112 / 15.7
adder cells (fa/ha/maj): 7 / 7 / 1.93
AND/OR/NAND/NOR: 252 / 252 / 29.3
XOR/XNOR: 28 / 28 / 5.39
flip-flops: 87 / 87 / 43.4
multiplexers: 4 / 4 / 0.963
buffers and inverters: 39 / 38 / 3.28
==> per-layer routing <==
layer,up-vias,wire length [microns],GRT usage [%]
met3,8,361,2.97
met5,-,0,0
met2,58,4240,20.3
met4,0,108,1.58
met1,1817,4640,17.9
li1,1928,-,-
==> worst max-delay path, delay by kind of cell <==
kind	cells	cell delay, ps
buffers and inverters	2	690
adder cells (fa/ha/maj)	1	330
AND/OR/NAND/NOR	6	2050
AND-OR/OR-AND	1	150
==> cell usage in the layout (no fill, tap or decap), types with 3 or more instances in the layout <==
cell type / n
mux2_2: 3
clkbuf_16: 9
and2_1: 6
nand2_1: 40
clkdlybuf4s50_1: 4
or4_1: 13
or2_2: 5
nor4_1: 8
nor2b_1: 8
xor2_1: 12
ha_1: 7
o211ai_1: 7
edfxtp_1: 23
o31ai_1: 8
nand3_1: 26
nand4b_1: 5
nand2b_1: 5
o2111ai_1: 6
dfxtp_1: 64
o41ai_1: 5
o21a_1: 4
inv_1: 16
nor3_1: 12
nand4_1: 17
xnor2_1: 16
a311oi_1: 5
a21oi_1: 39
and3_1: 9
or3_1: 18
nor2_1: 66
nand3b_1: 4
o21ai_0: 23
==> per-stage QoR <==
stage	utilization [%]	instances	power (mW)	cell area (sq um)
after global placement	32.4	696	0.511	4750
after floorplan	-	529	0.504	4550
after global routing	34.3	712	0.947	5020
after detailed placement	32.4	696	0.511	4750
after CTS	34.3	712	0.924	5020
final	34.3	712	0.913	5020
==> worst max path at each step <==
stage                          to  slack [ps]  cells past startpoint
final                 led$_DFF_P_        3180                     10
after global routing  led$_DFF_P_        2980                     10
after CTS             led$_DFF_P_        3210                     10
Power is estimated from default activity; no workload was simulated.
