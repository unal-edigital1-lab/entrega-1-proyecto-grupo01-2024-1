==> ./design.v <==
module BotonAntirebote #(parameter MIN_TIME = 5000)(
    input wire clk,  
    input wire btn_in,  
    output wire btn_out  
);
    reg btn_state = 1'b0;  
    reg btn_prev = 1'b0;  
    reg [$clog2(MIN_TIME*2)-1:0] counter = 0;  
    always @(posedge clk) begin
        if (btn_in != btn_prev) begin
            btn_prev <= btn_in;
            btn_state <= 0;
        end 
        if (btn_in == 1) begin  
            counter <= counter + 1; 
            if (counter >= (MIN_TIME - 1)) begin
                btn_state <= 1;
                counter <= 0;
            end
        end else begin
            counter <= 0;
        end
    end
    assign btn_out = btn_state;
endmodule
module Reset_AntiR(
    input btnRst_in,
    input clk_,
    output wire btnRst_out
);
wire boton_ar;
BotonAntirebote InstAntirebote(
    .clk(clk_),
    .btn_in(btnRst_in),
    .btn_out(boton_ar) 
);
bttnReset InstRst(
    .btnRst_in(boton_ar),
    .clk(clk_),
    .btnRst_out(btnRst_out)
);
endmodule
module bttnReset #(parameter COUNT_MAX = 25000000, FiveSegs = 9)(
    input btnRst_in,
    input clk,
    output reg btnRst_out
);
localparam PRESSING = 2'd0;  
localparam WAITING = 2'd1;    
reg [3:0] state;
reg [3:0] next;
reg [$clog2(COUNT_MAX)-1:0] counter = 0;
reg [$clog2(COUNT_MAX*FiveSegs)-1:0] contmsegs = 0;
reg clkmseg = 0;
reg flag_contmsegs;
initial begin
    state <= PRESSING;
    next <= PRESSING;
end
always @(posedge clk) begin
     state <= next;
end
always @(posedge clk) begin
	case(state)
        PRESSING: begin
            if (!btnRst_in) begin
                next <= WAITING;
            end else begin
                next <= PRESSING;
            end
        end
        WAITING: begin
            if (btnRst_in) begin
                next <= PRESSING;
            end else begin
                if (contmsegs <= COUNT_MAX * FiveSegs * 2) begin
                    next <= WAITING;
                end else begin
                    next <= PRESSING;
                end
            end
        end
    endcase
end
always @(posedge clk) begin
    case(next)
        PRESSING: begin
            btnRst_out <= 0;
            flag_contmsegs <= 1'b0;
        end
        WAITING: begin
            flag_contmsegs <= 1'b1;
            if (!btnRst_in) begin
                if (contmsegs == COUNT_MAX * FiveSegs - 1) begin
                    btnRst_out <= 1;
				end
            end
        end
    endcase
end
always @(posedge clk) begin
    if (flag_contmsegs) begin
        if (contmsegs == COUNT_MAX*FiveSegs*2) begin
            contmsegs <= 0;
            end else begin
                contmsegs <= contmsegs+1;           
            end
    end else begin 
        contmsegs <= 0;
        end
	end
endmodule
==> ./run.sh <==
#!/bin/bash
# OpenROAD 26Q1-2900-gdf79404cd8, Yosys 0.63+post, stock flow scripts
make -C /OpenROAD-flow-scripts/flow DESIGN_CONFIG=/design/flow/config.mk WORK_HOME=/design/flow/orfs finish
==> ./config.mk <==
export PLATFORM = sky130hd
export DESIGN_NAME = Reset_AntiR
export DESIGN_NICKNAME = Reset_AntiR
export VERILOG_FILES = /design/flow/design.v
export SDC_FILE = /design/flow/constraint.sdc
export NUM_CORES = 4
export LEC_CHECK = 1
export CORE_AREA = 10 10 112 112
export DIE_AREA = 0 0 122 122
==> ./constraint.sdc <==
current_design Reset_AntiR

set clk_period 3.4
set clk_io_pct 0.2

create_clock -name clk0 -period $clk_period [get_ports {clk_}]

set non_clock_inputs [all_inputs -no_clocks]
set_input_delay [expr $clk_period * $clk_io_pct] -clock clk0 $non_clock_inputs
set_output_delay [expr $clk_period * $clk_io_pct] -clock clk0 [all_outputs]
==> metrics.cfg <==
[run]
drv_cap=0
warnings=25

[final_timing]
fin_tns_setup_ns=0
maxSlewHeadroom_pct=53.57
hold_viol_final=0
rsz0062_at_grt=false
fmax_ghz=0.5422
worst_pin_slew_ns=0.6954
setup_viol=0
layout_min_cycle_time_ns=1.844
final_max_slew_viol_count=0
finalCritPeriodShare_pct=54.24
skew_ns=0.005054
worst_slack_ns=1.556

[power_and_ir_drop]
p_sw_share_pct=21.79
powerDensity_nw_per_um2=467.9
peakVddDrop_mv=0.2465
p_int_uw=909.9
seqPwrFrac_pct=53.0
clockPowerShare_pct=41.3
fin_total_pwr_uw=1163
power_frac_comb_pct=5.7
power.leakage_uw=0.0008088
switching_power_uw=253.5

[yosys]
syn_inst=234
ys_async_sr_fraction_pct=0
top_area_share_pct=40.45
syn_area_um2=2227
synth_chip_area_um2=2227
ys_seq_share_pct=43.15
flop_cell=dfxtp_1
synth_top_cell_by_count=dfxtp_1
synth_warnings=2
syn_area_per_cell_um2=9.518
yosysUniqueCellTypes=41
ys_cells=234
numSynthFlops=47
synth-edff-count=2
top_area_cell=dfxtp_1
common_cells=dfxtp_1, nand2_1, nor2_1
ys_top_cells_by_area=dfxtp_1, xnor2_1, xor2_1

[cells_and_area]
num-fill-cells=1079
area_growth_syn_to_layout_pct=11.63
drive_gt1_share_pct=9.362

[global_route]
grt_max_degree=21
grt_pass1_wl_mm=6.886
grt_use_total_pct=5.349
grt_pass1_vias=1526
grt_remaining_overflow=0
grt_antenna_before_repair=0

[critical_path]
crit_type=reg -> reg
crit_path_end_kind=flop
required_ns=3.62
r2r_slack_ns=1.56
cp_cell_sequence=and3_1 -> nand2_2 -> or4_1 -> a21oi_1
cp-start-kind=flop
critPathMaxFanout=10
slowest_delay_ns=0.54
worstPathArrival_ns=2.07
cp_slowest_cell=or4_1

[cts]
cts.sinks=47
path_clk_slew_ns=0.09
clk_path_buf_depth=2
cts_hold_buf=0
insertion_delay_ns=0.30
cts_root_buffer=clkbuf_8
cts_setup_buffers=0
cts_made_buffers=5
cts_resized=0
cts_tree=done
cts.htree.levels=2

[routing]
antenna_cells=0
vias_per_cell=4.275
routed_wl_mm=3.780
dr.pass1.iters=4
drt-initial-drc-count=80
wl_per_cell_um=10.19
drtAntennaViolNets=0
vias=1586
drc=0

[floorplanning]
die_h_um=122
core-area_um2=10230
die-area_um2=14880
io-pin-count=3
floorplan.core_util_pct=21.77
die_width_um=122
rows=37

[outcome]
status=complete, no violations

[placement]
hpwl_mm=2.473
place.gp.congestion=0.8072
io_buffers=2
pre_cts_ws_ns=1.319

[min_path]
hp-class=reg -> reg

## metrics by stage
step                      utilization (%)  std cells  hold slack (ns)  cell area [um2]
after global placement              22.97        363           0.3912             2350
after detailed placement            22.97        363           0.3861             2350
after CTS                           24.30        371           0.4055             2486
final                               24.30        371           0.4054             2486
after floorplan                         -        234           0.3468             2227
after global routing                24.30        371           0.4120             2486
## layer usage
metal  wire, um  share of wire, %  global-route usage (%)  vias up
met2       1609                43                   8.210       22
li1           -                 -                       -      831
met3        128               3.4                   1.408        7
met1       2008                53                   7.697      726
met4         34              0.90                  0.5216        0
met5          0                 0                       0        -
## registers in the layout, summed over array words and instances, names as in the netlist
register,cells
InstRst.flag_contmsegs,1
InstAntirebote.counter,14
InstRst.contmsegs,28
InstRst.btnRst_out,1
InstRst.next,1
InstAntirebote.btn_state,1
InstAntirebote.btn_prev,1
## worst max-delay path: cells and delay by family, from the launching register on
family	cells	cell delay, ns
flip-flops	1	0.39
AND-OR/OR-AND	1	0.15
AND/OR/NAND/NOR	3	1.23
## cells in the final DEF (no fill, tap or decap), types with 3 or more instances in the layout
cell	synthesis	final
a21oi_1	9	9
and3_1	5	5
clkbuf_8	0	5
dfxtp_1	45	45
inv_1	8	8
mux2i_1	7	7
nand2_1	19	19
nand2b_1	9	9
nand3_1	14	14
nand4_1	6	6
nor2_1	18	18
nor3_1	5	5
nor3b_1	10	10
nor4_2	5	5
o21ai_0	3	3
o31ai_1	5	5
or3_1	4	4
or4_1	4	4
xnor2_1	11	11
xor2_1	10	10
## power by group through the flow
stage | clock, uW | sequential, uW | combinational [uW]
CTS | 497 | 618 | 67.4
global route | 518 | 621 | 76.7
finish | 481 | 617 | 65.7
## layout make-up
type / instances / area, um2 / area share [%]
Inverter: 9 / 33.78 / 1.359
Multi-Input combinational cell: 169 / 1165 / 46.85
Timing Repair Buffer: 2 / 20.02 / 0.8052
Clock inverter: 3 / 67.56 / 2.718
Clock buffer: 5 / 68.82 / 2.768
Tap cell: 136 / 170.2 / 6.844
Sequential cell: 47 / 960.9 / 38.65
## final timing paths
kind,from,cells after the start,endpoint
worst max-delay path,InstRst.contmsegs[2]$_SDFF_PN0_,4,InstRst.contmsegs[22]$_SDFF_PN0_
worst min-delay path,InstRst.next[0]$_DFF_P_,0,InstRst.flag_contmsegs$_DFF_P_
worst min register to register,InstRst.next[0]$_DFF_P_,0,InstRst.flag_contmsegs$_DFF_P_
worst max register to register,InstRst.contmsegs[2]$_SDFF_PN0_,4,InstRst.contmsegs[22]$_SDFF_PN0_
## cells by family (layout without fill, tap and decap cells)
group	Yosys count	after routing	synth area share, %
multiplexers	7	7	3.146
AND-OR/OR-AND	23	23	6.798
other	1	1	0.1684
AND/OR/NAND/NOR	115	115	32.81
buffers and inverters	18	19	4.550
flip-flops	47	47	43.15
XOR/XNOR	21	21	8.258
adder cells (fa/ha/maj)	2	2	1.123
Power and IR drop assume default switching activity.
